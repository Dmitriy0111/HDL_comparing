==> design/flow/config.mk <==
export PLATFORM = sky130hd
export DESIGN_NAME = pipe_adder_sv
export DESIGN_NICKNAME = pipe_adder_sv
export VERILOG_FILES = /design/flow/design.v
export SDC_FILE = /design/flow/constraint.sdc
export NUM_CORES = 4
export LEC_CHECK = 1
export CORE_UTILIZATION = 50
export SYNTH_HDL_FRONTEND = slang
==> design/flow/constraint.sdc <==
current_design pipe_adder_sv

set clk_period 8.1
set clk_io_pct 0.2

create_clock -name clk0 -period $clk_period [get_ports {clk}]

set non_clock_inputs [all_inputs -no_clocks]
set_input_delay [expr $clk_period * $clk_io_pct] -clock clk0 $non_clock_inputs
set_output_delay [expr $clk_period * $clk_io_pct] -clock clk0 [all_outputs]
==> design/flow/design.v <==
interface i2c_if ( input logic [0 : 0] clk , input logic [0 : 0] resetn );
    wire    [0 : 0]     sda;
    logic   [0 : 0]     scl;
    logic   [0 : 0]     sda_drv;
    logic   [0 : 0]     sda_mon;
    assign  sda = sda_drv;
    assign  sda_mon = sda;
endinterface : i2c_if
package i2c_mem_slave_pkg;
    class i2c_mem_slave#(parameter chip_addr = 0, depth = 0);
        virtual i2c_if      i2c_vif;
        logic   [0 : 0]     wr_rd;
        logic   [7 : 0]     int_data;
        logic   [7 : 0]     mem_addr;
        logic   [7 : 0]     mem_data[];
        enum                { WRITE_OP, READ_OP } op;
        int                 cycle;
        int                 bit_c;
        int                 sda_c;
        int                 scl_c;
        enum    { IDLE_s, PARS_CA_s, PARS_MA_s, PARS_WD_s, PARS_RD_s } state;
        function new(virtual i2c_if i2c_vif);
            mem_addr = '0;
            wr_rd = '0;
            this.i2c_vif = i2c_vif;
            op = WRITE_OP;
            cycle = '0;
            mem_data = new[depth];
        endfunction : new
        task rec_data();
            i2c_vif.sda_drv = 'z;
            int_data = '0;
            wr_rd = '0;
            repeat(8)
            begin
                @(posedge i2c_vif.scl);
                do
                begin
                    @(posedge i2c_vif.clk);
                    sda_c += i2c_vif.sda_mon;
                    scl_c++;
                end
                while( i2c_vif.scl == '1 );
                if( ( sda_c ) > scl_c / 2 )
                    int_data = int_data | ( 1'b1 << ( 7 - bit_c ) );
                sda_c = '0;
                scl_c = '0;
                bit_c++;
            end
            bit_c = 0;
            cycle++;
        endtask : rec_data
        task find_start();
            forever
            begin
                @(negedge i2c_vif.sda);
                    if( i2c_vif.scl == '1 )
                    begin
                        $display("I2C start detected at %tns", $time());
                        state = PARS_CA_s;
                    end
            end
        endtask : find_start
        task find_stop();
            forever
            begin
                @(posedge i2c_vif.sda);
                    if( i2c_vif.scl == '1 )
                        $display("I2C stop detected at %tns", $time());
            end
        endtask : find_stop
        task pars_chip_addr();
            forever
            begin
                wait(state == PARS_CA_s);
                rec_data();
                $display("Chip addr = 0x%h, wr_rd = %b", int_data, wr_rd);
                @(posedge i2c_vif.scl);
                if( ( int_data & 8'hFE ) == chip_addr )
                begin
                    state = PARS_MA_s;
                    i2c_vif.sda_drv = '0;
                end
                else
                begin
                    state = IDLE_s;
                    i2c_vif.sda_drv = '1;
                end
                @(negedge i2c_vif.scl);
                i2c_vif.sda_drv = 'z;
            end
        endtask : pars_chip_addr
        task pars_mem_addr();
            forever
            begin
                wait(state == PARS_MA_s);
                rec_data();
                $display("Mem addr = 0x%h, wr_rd = %b", int_data, wr_rd);
                @(posedge i2c_vif.scl);
                if( ( int_data & 8'hFE ) == chip_addr )
                begin
                    state = IDLE_s;
                    i2c_vif.sda_drv = '0;
                end
                else
                begin
                    state = IDLE_s;
                    i2c_vif.sda_drv = '1;
                end
                @(negedge i2c_vif.scl);
                i2c_vif.sda_drv = 'z;
            end
        endtask : pars_mem_addr
        task run();
            i2c_vif.sda_drv = 'z;
            @(posedge i2c_vif.resetn);
            fork
                find_start();
                pars_chip_addr();
                pars_mem_addr();
                find_stop();
            join_none
        endtask : run
    endclass : i2c_mem_slave
endpackage : i2c_mem_slave_pkg
module pipe_adder_sv
(
    input   logic   [0  : 0]    clk,
    input   logic   [0  : 0]    resetn,
    input   logic   [0  : 0]    flush,
    input   logic   [0  : 0]    stall,
    input   logic   [0  : 0]    req,
    input   logic   [31 : 0]    x_0,
    input   logic   [31 : 0]    x_1,
    output  logic   [31 : 0]    result,
    output  logic   [0  : 0]    vld
);
    logic   [3 : 0][7 : 0]  x_0_3;
    logic   [3 : 0][7 : 0]  x_1_3;
    logic   [2 : 0][7 : 0]  x_0_2;
    logic   [2 : 0][7 : 0]  x_1_2;
    logic   [1 : 0][7 : 0]  x_0_1;
    logic   [1 : 0][7 : 0]  x_1_1;
    logic   [0 : 0][7 : 0]  x_0_0;
    logic   [0 : 0][7 : 0]  x_1_0;
    logic   [0 : 0][7 : 0]  res_3;
    logic   [1 : 0][7 : 0]  res_2;
    logic   [2 : 0][7 : 0]  res_1;
    logic   [3 : 0][7 : 0]  res_0;
    logic   [3 : 0]         carry;
    logic   [3 : 0]         carry_ff;
    logic   [31 : 0]        int_res;
    logic   [3  : 0]        vld_int;
    assign vld = vld_int[3];
    assign x_0_3[0] = x_0[24 +: 8];
    assign x_1_3[0] = x_1[24 +: 8];
    assign x_0_2[0] = x_0[16 +: 8];
    assign x_1_2[0] = x_1[16 +: 8];
    assign x_0_1[0] = x_0[8  +: 8];
    assign x_1_1[0] = x_1[8  +: 8];
    assign x_0_0[0] = x_0[0  +: 8];
    assign x_1_0[0] = x_1[0  +: 8];
    assign res_3[0] = int_res[24 +: 8];
    assign res_2[0] = int_res[16 +: 8];
    assign res_1[0] = int_res[8  +: 8];
    assign res_0[0] = int_res[0  +: 8];
    assign result[24 +: 8] = res_3[0];
    assign result[16 +: 8] = res_2[1];
    assign result[8  +: 8] = res_1[2];
    assign result[0  +: 8] = res_0[3];
    assign vld_int[0] = req;
    simple_adder_sv
    #(
        .W      ( 8                 )
    )
    simple_adder_sv_0
    (
        .c_in   ( '0                ),
        .x_0    ( x_0_0[0]          ),
        .x_1    ( x_1_0[0]          ),
        .y      ( int_res[0  +: 8]  ),
        .c_out  ( carry[0]          )
    );
    simple_adder_sv
    #(
        .W      ( 8                 )
    )
    simple_adder_sv_1
    (
        .c_in   ( carry_ff[0]       ),
        .x_0    ( x_0_1[1]          ),
        .x_1    ( x_1_1[1]          ),
        .y      ( int_res[8  +: 8]  ),
        .c_out  ( carry[1]          )
    );
    simple_adder_sv
    #(
        .W      ( 8                 )
    )
    simple_adder_sv_2
    (
        .c_in   ( carry_ff[1]       ),
        .x_0    ( x_0_2[2]          ),
        .x_1    ( x_1_2[2]          ),
        .y      ( int_res[16 +: 8]  ),
        .c_out  ( carry[2]          )
    );
    simple_adder_sv
    #(
        .W      ( 8                 )
    )
    simple_adder_sv_3
    (
        .c_in   ( carry_ff[2]       ),
        .x_0    ( x_0_3[3]          ),
        .x_1    ( x_1_3[3]          ),
        .y      ( int_res[24 +: 8]  ),
        .c_out  (                   )
    );
    genvar gen_3;
    genvar gen_2;
    genvar gen_1;
    genvar gen_0;
    genvar c_gen;
    genvar vld_gen;
    generate
        for( gen_3 = 0 ; gen_3 < 3 ; gen_3++ )
        begin : gen_reg_3
            pipe_reg_sv
            #(
                .W          ( 8                 )
            )
            x_0_reg_3
            (
                .clk        ( clk               ),
                .resetn     ( resetn            ),
                .clr        ( flush             ),
                .we         ( !stall            ),
                .d_in       ( x_0_3[gen_3]      ),
                .d_out      ( x_0_3[gen_3+1]    )
            );
            pipe_reg_sv
            #(
                .W          ( 8                 )
            )
            x_1_reg_3
            (
                .clk        ( clk               ),
                .resetn     ( resetn            ),
                .clr        ( flush             ),
                .we         ( !stall            ),
                .d_in       ( x_1_3[gen_3]      ),
                .d_out      ( x_1_3[gen_3+1]    )
            );
        end
    endgenerate
    generate
        for( gen_2 = 0 ; gen_2 < 2 ; gen_2++ )
        begin : gen_reg_2
            pipe_reg_sv
            #(
                .W          ( 8                 )
            )
            x_0_reg_2
            (
                .clk        ( clk               ),
                .resetn     ( resetn            ),
                .clr        ( flush             ),
                .we         ( !stall            ),
                .d_in       ( x_0_2[gen_2]      ),
                .d_out      ( x_0_2[gen_2+1]    )
            );
            pipe_reg_sv
            #(
                .W          ( 8                 )
            )
            x_1_reg_2
            (
                .clk        ( clk               ),
                .resetn     ( resetn            ),
                .clr        ( flush             ),
                .we         ( !stall            ),
                .d_in       ( x_1_2[gen_2]      ),
                .d_out      ( x_1_2[gen_2+1]    )
            );
        end
    endgenerate
    generate
        for( gen_1 = 0 ; gen_1 < 1 ; gen_1++ )
        begin : gen_reg_1
            pipe_reg_sv
            #(
                .W          ( 8                 )
            )
            x_0_reg_1
            (
                .clk        ( clk               ),
                .resetn     ( resetn            ),
                .clr        ( flush             ),
                .we         ( !stall            ),
                .d_in       ( x_0_1[gen_1]      ),
                .d_out      ( x_0_1[gen_1+1]    )
            );
            pipe_reg_sv
            #(
                .W          ( 8                 )
            )
            x_1_reg_1
            (
                .clk        ( clk               ),
                .resetn     ( resetn            ),
                .clr        ( flush             ),
                .we         ( !stall            ),
                .d_in       ( x_1_1[gen_1]      ),
                .d_out      ( x_1_1[gen_1+1]    )
            );
        end
    endgenerate
    generate
        for( gen_2 = 0 ; gen_2 < 1 ; gen_2++ )
        begin : gen_res_2
            pipe_reg_sv
            #(
                .W          ( 8                 )
            )
            res_reg_2
            (
                .clk        ( clk               ),
                .resetn     ( resetn            ),
                .clr        ( flush             ),
                .we         ( !stall            ),
                .d_in       ( res_2[gen_2]      ),
                .d_out      ( res_2[gen_2+1]    )
            );
        end
    endgenerate
    generate
        for( gen_1 = 0 ; gen_1 < 2 ; gen_1++ )
        begin : gen_res_1
            pipe_reg_sv
            #(
                .W          ( 8                 )
            )
            res_reg_1
            (
                .clk        ( clk               ),
                .resetn     ( resetn            ),
                .clr        ( flush             ),
                .we         ( !stall            ),
                .d_in       ( res_1[gen_1]      ),
                .d_out      ( res_1[gen_1+1]    )
            );
        end
    endgenerate
    generate
        for( gen_0 = 0 ; gen_0 < 3 ; gen_0++ )
        begin : gen_res_0
            pipe_reg_sv
            #(
                .W          ( 8                 )
            )
            res_reg_1
            (
                .clk        ( clk               ),
                .resetn     ( resetn            ),
                .clr        ( flush             ),
                .we         ( !stall            ),
                .d_in       ( res_0[gen_0]      ),
                .d_out      ( res_0[gen_0+1]    )
            );
        end
    endgenerate
    generate
        for( c_gen = 0 ; c_gen < 3 ; c_gen++ )
        begin : gen_carry_ff
            pipe_reg_sv
            #(
                .W          ( 1                 )
            )
            carry_ff_reg
            (
                .clk        ( clk               ),
                .resetn     ( resetn            ),
                .clr        ( flush             ),
                .we         ( !stall            ),
                .d_in       ( carry[c_gen]      ),
                .d_out      ( carry_ff[c_gen]   )
            );
        end
    endgenerate
    generate
        for( vld_gen = 0 ; vld_gen < 3 ; vld_gen++ )
        begin : gen_vld
            pipe_reg_sv
            #(
                .W          ( 1                     )
            )
            vld_reg
            (
                .clk        ( clk                   ),
                .resetn     ( resetn                ),
                .clr        ( flush                 ),
                .we         ( !stall                ),
                .d_in       ( vld_int[vld_gen]      ),
                .d_out      ( vld_int[vld_gen+1]    )
            );
        end
    endgenerate
endmodule : pipe_adder_sv
module pipe_reg_sv
#(
    parameter                   W = 8
)(
    input   logic   [0   : 0]   clk,
    input   logic   [0   : 0]   resetn,
    input   logic   [0   : 0]   clr,
    input   logic   [0   : 0]   we,
    input   logic   [W-1 : 0]   d_in,
    output  logic   [W-1 : 0]   d_out
);
    always_ff @(posedge clk, negedge resetn)
        if( !resetn )
            d_out <= '0;
        else if( we )
            d_out <= clr ? '0 : d_in;
endmodule : pipe_reg_sv
module simple_adder_sv
#(
    parameter                   W = 32
)(
    input   logic   [0   : 0]   c_in,
    input   logic   [W-1 : 0]   x_0,
    input   logic   [W-1 : 0]   x_1,
    output  logic   [W-1 : 0]   y,
    output  logic   [0   : 0]   c_out
);
    assign { c_out , y } = x_1 + x_0 + c_in;
endmodule : simple_adder_sv
==> design/flow/run.sh <==
#!/bin/bash
# OpenROAD 26Q1-2900-gdf79404cd8, Yosys 0.63+post, stock flow scripts
make -C /OpenROAD-flow-scripts/flow DESIGN_CONFIG=/design/flow/config.mk WORK_HOME=/design/flow/orfs finish
==> flow_metrics.tcl <==
# yosys + openroad results
set metrics [dict create \
    yosysCellCount 775 \
    end_kind "output port" \
    netlist_top_cells_count "dfrtp_1 (150), nand2_1 (142), nand2b_1 (132), o21ai_1 (94), o21ai_0 (42)" \
    cp_max_fo 3 \
    post-route-min-period_ns 4.44 \
    final_core_util_pct 62.5 \
    netlist_area_um2 7410 \
    cpPeakStageDelay_ns 0.46 \
    yosys_area_um2 7410 \
    drive_gt1_share_pct 5.56 \
    syn_avg_cell_area_um2 9.56 \
    power_density_nw_per_um2 203 \
    fmax_mhz 225 \
    ir_worst_vdd_v 0.000152 \
    wl_per_cell_um 13.1 \
    rsz0062_at_grt "false" \
    leakage_nw 3.91 \
    fin_total_pwr_mw 1.83 \
    area_growth_pct 22.1 \
    ctsHtreeMaxLevel 4 \
    cts.path.max_buffers 2 \
    grt_max_degree 89 \
    hold_path_class "register to register" \
    die_x_um 124 \
    grt_overflow 0 \
    place_congestion 0.831 \
    dpl_cell_area_um2 8490 \
    regToRegSetupSlack_ns 5.95 \
    wirelength_um 13700 \
    first_pass_iters 5 \
    top_cell "dfrtp_1" \
    grt_pass1_vias 5166 \
    netlist.area_leader.share_pct 50.7 \
    swShare_pct 24.0 \
    synthArstFlopShare_pct 100 \
    worst-path-stages 9 \
    dp_cells 1018 \
    grt_pass1_wl_um 23800 \
    ctsHoldBuffers 0 \
    r2r_cells 8 \
    edf_count 0 \
    crit_arrival_ns 2.82 \
    cts_setup_buffers 0 \
    p_clk_share_pct 40.9 \
    worstPathCellList "fa_1 -> inv_1 -> fa_1 -> nor2b_1 -> o21ai_1 -> nand2b_1 -> a2111oi_0 -> nand3b_1 -> clkdlybuf4s50_1" \
    fill_cells 1189 \
    worst_pin_slew_ns 0.792 \
    cts_buffers 17 \
    antenna_found_initial 0 \
    num_vias 5419 \
    power_frac_comb_pct 13.2 \
    ys.flops 150 \
    drc 0 \
    core_area_um2 14500 \
    clock.latency.late_pin_ns 0.41 \
    path_clk_slew_ns 0.06 \
    tns_ns 0 \
    synthCells 775 \
    ys.flop_type "dfrtp_1" \
    warnings 26 \
    dp_hpwl_um 8780 \
    timing.rr.end "gen_res_1[0].res_reg_1.d_out[6]$_DFFE_PN0N_" \
    cts_resized 0 \
    core.rowCount 44 \
    fp_util_pct 51.2 \
    fin_skew_ns 0.00470 \
    seqPwrFrac_pct 45.8 \
    clock-sinks 150 \
    cp_top_family "adder cells" \
    num_antenna_cells 0 \
    slew_viol_final 0 \
    critPathRequiredTime_ns 6.48 \
    yosysWarnings 0 \
    die_area_um2 15300 \
    switchingPower_mw 0.439 \
    synthTopCellsByArea "dfrtp_1 (51%), nand2b_1 (11%), nand2_1 (7.2%), o21ai_1 (6.3%), ha_1 (4.7%)" \
    seq_area_um2 3750 \
    endpoint "result[30]" \
    worstHoldStart "gen_res_0[0].res_reg_1.d_out[5]$_DFFE_PN0N_" \
    portBuffers 101 \
    clockRootBuffer "clkbuf_16" \
    final_cells 1047 \
    internal_power_mw 1.39 \
    worst-path-buf-inv 2 \
    synth_cell_types 41 \
    largest_area_cell "dfrtp_1" \
    critPathKind "register to output port" \
    hold_viol_final 0 \
    fp.dieH_um 124 \
    status "complete, no violations" \
    vias_per_cell 5.18 \
    track_usage_pct 20.3 \
    critPathSlowestCell "fa_1" \
    cap_violations 0 \
    final_area_um2 9050 \
    logic_area_um2 3390 \
    crit_start "gen_reg_3[2].x_0_reg_3.d_out[0]$_DFFE_PN0N_" \
    crit_path_start_kind "register" \
    finalCritPeriodShare_pct 54.8 \
    slew_headroom_pct 47.2 \
    cts_tree "yes" \
    r2r_start "gen_reg_1[0].x_0_reg_1.d_out[0]$_DFFE_PN0N_" \
    postRouteAntennaNets 0 \
    ys_seq_share_pct 50.7 \
    setup_viol 0 \
    io_pins 102 \
    drtIter0Drc 285 \
    cpMostUsedCell "fa_1" \
]
## area by class of cell
cell class	count	area share [%]
Sequential cell	150	41.5
Clock buffer	20	5.05
Tap cell	184	2.54
Inverter	13	0.539
Multi-Input combinational cell	563	37.4
Timing Repair Buffer	108	11.8
Clock inverter	9	1.16
## metrics by stage
| stage | hold slack, ns | setup slack [ns] |
|---|---|---|
| global placement | 0.463 | 4.11 |
| global route | 0.502 | 3.42 |
| floorplan | 0.423 | 4.69 |
| CTS | 0.482 | 3.64 |
| finish | 0.476 | 3.66 |
| detailed placement | 0.466 | 4.09 |
## power groups by stage
stage,registers [mW],clock network (mW),logic (mW)
after CTS,0.841,0.774,0.248
after global routing,0.849,0.802,0.278
final,0.841,0.751,0.243
## worst min path at each step
| stage | endpoint | slack (ns) | cells past startpoint |
|---|---|---|---|
| CTS | gen_res_2[0].res_reg_2.d_out[5]$_DFFE_PN0N_ | 0.48 | 2 |
| global route | gen_reg_3[0].x_0_reg_3.d_out[1]$_DFFE_PN0N_ | 0.50 | 2 |
| finish | gen_res_0[0].res_reg_1.d_out[5]$_DFFE_PN0N_ | 0.48 | 2 |
## routing by layer
layer  wire [um]  global-route usage (%)
met5           0                       0
met4          46                    1.58
met3         687                    4.72
met2        6060                    29.4
met1        6940                    34.3
## cells by family after synthesis
group / after synthesis / share of synthesized area (%)
flops: 150 / 50.7
fa+ha+maj: 35 / 6.62
xor+xnor: 14 / 1.65
compound gates: 206 / 16.9
buf+inv: 62 / 3.63
simple gates: 308 / 20.5
## flip-flops by register name, indices dropped and copies added, names as in the netlist
name	cells
gen_reg_1.x_0_reg_1.d_out	8
gen_reg_3.x_1_reg_3.d_out	24
gen_reg_3.x_0_reg_3.d_out	24
gen_reg_1.x_1_reg_1.d_out	8
gen_carry_ff.carry_ff_reg.d_out	3
gen_res_2.res_reg_2.d_out	8
gen_reg_2.x_0_reg_2.d_out	16
gen_vld.vld_reg.d_out	3
gen_res_0.res_reg_1.d_out	24
gen_res_1.res_reg_1.d_out	16
gen_reg_2.x_1_reg_2.d_out	16
## worst min-delay path, cell delays in order (launching register included)
cell and delay, ns:
dfrtp_1 0.34, nand2_1 0.05, o31ai_1 0.05
## layout by cell type (no fill, tap or decap), types with 6 or more instances in the layout
| cell | count |
|---|---|
| ha_1 | 28 |
| a211oi_1 | 6 |
| buf_4 | 8 |
| o31ai_1 | 6 |
| nor2_1 | 17 |
| inv_1 | 13 |
| nand2_1 | 142 |
| clkdlybuf4s50_1 | 98 |
| clkbuf_16 | 17 |
| nor3_1 | 8 |
| o41ai_1 | 6 |
| fa_1 | 7 |
| a21oi_1 | 12 |
| xor2_1 | 6 |
| a22o_1 | 6 |
| dfrtp_1 | 150 |
| nand2b_1 | 132 |
| xnor2_1 | 8 |
| o21ai_0 | 42 |
| o21ai_1 | 94 |
Power figures rest on the tool's default switching activity, not on a simulated workload.
