**/design/flow/config.mk**
```make
export PLATFORM = sky130hd
export DESIGN_NAME = pipe_adder_v
export DESIGN_NICKNAME = pipe_adder_v
export VERILOG_FILES = /design/flow/design.v
export SDC_FILE = /design/flow/constraint.sdc
export NUM_CORES = 4
export LEC_CHECK = 1
export CORE_UTILIZATION = 50
export SYNTH_HDL_FRONTEND = slang
```
**/design/flow/constraint.sdc**
```tcl
current_design pipe_adder_v

set clk_period 6.1
set clk_io_pct 0.2

create_clock -name clk0 -period $clk_period [get_ports {clk}]

set non_clock_inputs [all_inputs -no_clocks]
set_input_delay [expr $clk_period * $clk_io_pct] -clock clk0 $non_clock_inputs
set_output_delay [expr $clk_period * $clk_io_pct] -clock clk0 [all_outputs]
```
**/design/flow/design.v**
```verilog
interface i2c_if ( input logic [0 : 0] clk , input logic [0 : 0] resetn );
    wire    [0 : 0]     sda;
    logic   [0 : 0]     scl;
    logic   [0 : 0]     sda_drv;
    logic   [0 : 0]     sda_mon;
    assign  sda = sda_drv;
    assign  sda_mon = sda;
endinterface : i2c_if
package i2c_mem_slave_pkg;
    class i2c_mem_slave#(parameter chip_addr = 0, depth = 0);
        virtual i2c_if      i2c_vif;
        logic   [0 : 0]     wr_rd;
        logic   [7 : 0]     int_data;
        logic   [7 : 0]     mem_addr;
        logic   [7 : 0]     mem_data[];
        enum                { WRITE_OP, READ_OP } op;
        int                 cycle;
        int                 bit_c;
        int                 sda_c;
        int                 scl_c;
        enum    { IDLE_s, PARS_CA_s, PARS_MA_s, PARS_WD_s, PARS_RD_s } state;
        function new(virtual i2c_if i2c_vif);
            mem_addr = '0;
            wr_rd = '0;
            this.i2c_vif = i2c_vif;
            op = WRITE_OP;
            cycle = '0;
            mem_data = new[depth];
        endfunction : new
        task rec_data();
            i2c_vif.sda_drv = 'z;
            int_data = '0;
            wr_rd = '0;
            repeat(8)
            begin
                @(posedge i2c_vif.scl);
                do
                begin
                    @(posedge i2c_vif.clk);
                    sda_c += i2c_vif.sda_mon;
                    scl_c++;
                end
                while( i2c_vif.scl == '1 );
                if( ( sda_c ) > scl_c / 2 )
                    int_data = int_data | ( 1'b1 << ( 7 - bit_c ) );
                sda_c = '0;
                scl_c = '0;
                bit_c++;
            end
            bit_c = 0;
            cycle++;
        endtask : rec_data
        task find_start();
            forever
            begin
                @(negedge i2c_vif.sda);
                    if( i2c_vif.scl == '1 )
                    begin
                        $display("I2C start detected at %tns", $time());
                        state = PARS_CA_s;
                    end
            end
        endtask : find_start
        task find_stop();
            forever
            begin
                @(posedge i2c_vif.sda);
                    if( i2c_vif.scl == '1 )
                        $display("I2C stop detected at %tns", $time());
            end
        endtask : find_stop
        task pars_chip_addr();
            forever
            begin
                wait(state == PARS_CA_s);
                rec_data();
                $display("Chip addr = 0x%h, wr_rd = %b", int_data, wr_rd);
                @(posedge i2c_vif.scl);
                if( ( int_data & 8'hFE ) == chip_addr )
                begin
                    state = PARS_MA_s;
                    i2c_vif.sda_drv = '0;
                end
                else
                begin
                    state = IDLE_s;
                    i2c_vif.sda_drv = '1;
                end
                @(negedge i2c_vif.scl);
                i2c_vif.sda_drv = 'z;
            end
        endtask : pars_chip_addr
        task pars_mem_addr();
            forever
            begin
                wait(state == PARS_MA_s);
                rec_data();
                $display("Mem addr = 0x%h, wr_rd = %b", int_data, wr_rd);
                @(posedge i2c_vif.scl);
                if( ( int_data & 8'hFE ) == chip_addr )
                begin
                    state = IDLE_s;
                    i2c_vif.sda_drv = '0;
                end
                else
                begin
                    state = IDLE_s;
                    i2c_vif.sda_drv = '1;
                end
                @(negedge i2c_vif.scl);
                i2c_vif.sda_drv = 'z;
            end
        endtask : pars_mem_addr
        task run();
            i2c_vif.sda_drv = 'z;
            @(posedge i2c_vif.resetn);
            fork
                find_start();
                pars_chip_addr();
                pars_mem_addr();
                find_stop();
            join_none
        endtask : run
    endclass : i2c_mem_slave
endpackage : i2c_mem_slave_pkg
module pipe_adder_v
(
    input   wire    [0  : 0]    clk,
    input   wire    [0  : 0]    resetn,
    input   wire    [0  : 0]    flush,
    input   wire    [0  : 0]    stall,
    input   wire    [0  : 0]    req,
    input   wire    [31 : 0]    x_0,
    input   wire    [31 : 0]    x_1,
    output  wire    [31 : 0]    result,
    output  wire    [0  : 0]    vld
);
    wire    [7 : 0]     x_0_3   [3 : 0];
    wire    [7 : 0]     x_1_3   [3 : 0];
    wire    [7 : 0]     x_0_2   [2 : 0];
    wire    [7 : 0]     x_1_2   [2 : 0];
    wire    [7 : 0]     x_0_1   [1 : 0];
    wire    [7 : 0]     x_1_1   [1 : 0];
    wire    [7 : 0]     x_0_0   [0 : 0];
    wire    [7 : 0]     x_1_0   [0 : 0];
    wire    [7 : 0]     res_3   [0 : 0];
    wire    [7 : 0]     res_2   [1 : 0];
    wire    [7 : 0]     res_1   [2 : 0];
    wire    [7 : 0]     res_0   [3 : 0];
    wire    [3 : 0]         carry;
    wire    [3 : 0]         carry_ff;
    wire    [31 : 0]        int_res;
    wire    [3  : 0]        vld_int;
    assign vld = vld_int[3];
    assign x_0_3[0] = x_0[24 +: 8];
    assign x_1_3[0] = x_1[24 +: 8];
    assign x_0_2[0] = x_0[16 +: 8];
    assign x_1_2[0] = x_1[16 +: 8];
    assign x_0_1[0] = x_0[8  +: 8];
    assign x_1_1[0] = x_1[8  +: 8];
    assign x_0_0[0] = x_0[0  +: 8];
    assign x_1_0[0] = x_1[0  +: 8];
    assign res_3[0] = int_res[24 +: 8];
    assign res_2[0] = int_res[16 +: 8];
    assign res_1[0] = int_res[8  +: 8];
    assign res_0[0] = int_res[0  +: 8];
    assign result[24 +: 8] = res_3[0];
    assign result[16 +: 8] = res_2[1];
    assign result[8  +: 8] = res_1[2];
    assign result[0  +: 8] = res_0[3];
    assign vld_int[0] = req;
    simple_adder_v
    #(
        .W      ( 8                 )
    )
    simple_adder_v_0
    (
        .c_in   ( 0                 ),
        .x_0    ( x_0_0[0]          ),
        .x_1    ( x_1_0[0]          ),
        .y      ( int_res[0  +: 8]  ),
        .c_out  ( carry[0]          )
    );
    simple_adder_v
    #(
        .W      ( 8                 )
    )
    simple_adder_v_1
    (
        .c_in   ( carry_ff[0]       ),
        .x_0    ( x_0_1[1]          ),
        .x_1    ( x_1_1[1]          ),
        .y      ( int_res[8  +: 8]  ),
        .c_out  ( carry[1]          )
    );
    simple_adder_v
    #(
        .W      ( 8                 )
    )
    simple_adder_v_2
    (
        .c_in   ( carry_ff[1]       ),
        .x_0    ( x_0_2[2]          ),
        .x_1    ( x_1_2[2]          ),
        .y      ( int_res[16 +: 8]  ),
        .c_out  ( carry[2]          )
    );
    simple_adder_v
    #(
        .W      ( 8                 )
    )
    simple_adder_v_3
    (
        .c_in   ( carry_ff[2]       ),
        .x_0    ( x_0_3[3]          ),
        .x_1    ( x_1_3[3]          ),
        .y      ( int_res[24 +: 8]  ),
        .c_out  (                   )
    );
    genvar gen_3;
    genvar gen_2;
    genvar gen_1;
    genvar gen_0;
    genvar c_gen;
    genvar vld_gen;
    generate
        for( gen_3 = 0 ; gen_3 < 3 ; gen_3 = gen_3 + 1 )
        begin : gen_reg_3
            pipe_reg_v
            #(
                .W          ( 8                 )
            )
            x_0_reg_3
            (
                .clk        ( clk               ),
                .resetn     ( resetn            ),
                .clr        ( flush             ),
                .we         ( !stall            ),
                .d_in       ( x_0_3[gen_3]      ),
                .d_out      ( x_0_3[gen_3+1]    )
            );
            pipe_reg_v
            #(
                .W          ( 8                 )
            )
            x_1_reg_3
            (
                .clk        ( clk               ),
                .resetn     ( resetn            ),
                .clr        ( flush             ),
                .we         ( !stall            ),
                .d_in       ( x_1_3[gen_3]      ),
                .d_out      ( x_1_3[gen_3+1]    )
            );
        end
    endgenerate
    generate
        for( gen_2 = 0 ; gen_2 < 2 ; gen_2 = gen_2 + 1 )
        begin : gen_reg_2
            pipe_reg_v
            #(
                .W          ( 8                 )
            )
            x_0_reg_2
            (
                .clk        ( clk               ),
                .resetn     ( resetn            ),
                .clr        ( flush             ),
                .we         ( !stall            ),
                .d_in       ( x_0_2[gen_2]      ),
                .d_out      ( x_0_2[gen_2+1]    )
            );
            pipe_reg_v
            #(
                .W          ( 8                 )
            )
            x_1_reg_2
            (
                .clk        ( clk               ),
                .resetn     ( resetn            ),
                .clr        ( flush             ),
                .we         ( !stall            ),
                .d_in       ( x_1_2[gen_2]      ),
                .d_out      ( x_1_2[gen_2+1]    )
            );
        end
    endgenerate
    generate
        for( gen_1 = 0 ; gen_1 < 1 ; gen_1 = gen_1 + 1 )
        begin : gen_reg_1
            pipe_reg_v
            #(
                .W          ( 8                 )
            )
            x_0_reg_1
            (
                .clk        ( clk               ),
                .resetn     ( resetn            ),
                .clr        ( flush             ),
                .we         ( !stall            ),
                .d_in       ( x_0_1[gen_1]      ),
                .d_out      ( x_0_1[gen_1+1]    )
            );
            pipe_reg_v
            #(
                .W          ( 8                 )
            )
            x_1_reg_1
            (
                .clk        ( clk               ),
                .resetn     ( resetn            ),
                .clr        ( flush             ),
                .we         ( !stall            ),
                .d_in       ( x_1_1[gen_1]      ),
                .d_out      ( x_1_1[gen_1+1]    )
            );
        end
    endgenerate
    generate
        for( gen_2 = 0 ; gen_2 < 1 ; gen_2 = gen_2 + 1 )
        begin : gen_res_2
            pipe_reg_v
            #(
                .W          ( 8                 )
            )
            res_reg_2
            (
                .clk        ( clk               ),
                .resetn     ( resetn            ),
                .clr        ( flush             ),
                .we         ( !stall            ),
                .d_in       ( res_2[gen_2]      ),
                .d_out      ( res_2[gen_2+1]    )
            );
        end
    endgenerate
    generate
        for( gen_1 = 0 ; gen_1 < 2 ; gen_1 = gen_1 + 1 )
        begin : gen_res_1
            pipe_reg_v
            #(
                .W          ( 8                 )
            )
            res_reg_1
            (
                .clk        ( clk               ),
                .resetn     ( resetn            ),
                .clr        ( flush             ),
                .we         ( !stall            ),
                .d_in       ( res_1[gen_1]      ),
                .d_out      ( res_1[gen_1+1]    )
            );
        end
    endgenerate
    generate
        for( gen_0 = 0 ; gen_0 < 3 ; gen_0 = gen_0 + 1 )
        begin : gen_res_0
            pipe_reg_v
            #(
                .W          ( 8                 )
            )
            res_reg_1
            (
                .clk        ( clk               ),
                .resetn     ( resetn            ),
                .clr        ( flush             ),
                .we         ( !stall            ),
                .d_in       ( res_0[gen_0]      ),
                .d_out      ( res_0[gen_0+1]    )
            );
        end
    endgenerate
    generate
        for( c_gen = 0 ; c_gen < 3 ; c_gen = c_gen + 1 )
        begin : gen_carry_ff
            pipe_reg_v
            #(
                .W          ( 1                 )
            )
            carry_ff_reg
            (
                .clk        ( clk               ),
                .resetn     ( resetn            ),
                .clr        ( flush             ),
                .we         ( !stall            ),
                .d_in       ( carry[c_gen]      ),
                .d_out      ( carry_ff[c_gen]   )
            );
        end
    endgenerate
    generate
        for( vld_gen = 0 ; vld_gen < 3 ; vld_gen = vld_gen + 1 )
        begin : gen_vld
            pipe_reg_v
            #(
                .W          ( 1                     )
            )
            vld_reg
            (
                .clk        ( clk                   ),
                .resetn     ( resetn                ),
                .clr        ( flush                 ),
                .we         ( !stall                ),
                .d_in       ( vld_int[vld_gen]      ),
                .d_out      ( vld_int[vld_gen+1]    )
            );
        end
    endgenerate
endmodule : pipe_adder_v
module pipe_reg_v
#(
    parameter                   W = 8
)(
    input   wire    [0   : 0]   clk,
    input   wire    [0   : 0]   resetn,
    input   wire    [0   : 0]   clr,
    input   wire    [0   : 0]   we,
    input   wire    [W-1 : 0]   d_in,
    output  reg     [W-1 : 0]   d_out
);
    always @(posedge clk, negedge resetn)
        if( !resetn )
            d_out <= '0;
        else if( we )
            d_out <= clr ? '0 : d_in;
endmodule  
module simple_adder_v
#(
    parameter                   W = 32
)(
    input   wire    [0   : 0]   c_in,
    input   wire    [W-1 : 0]   x_0,
    input   wire    [W-1 : 0]   x_1,
    output  wire    [W-1 : 0]   y,
    output  wire    [0   : 0]   c_out
);
    assign { c_out , y } = x_1 + x_0 + c_in;
endmodule  
```
**/design/flow/run.sh**
```bash
#!/bin/bash
# OpenROAD 26Q1-2900-gdf79404cd8, Yosys 0.63+post, stock flow scripts
make -C /OpenROAD-flow-scripts/flow DESIGN_CONFIG=/design/flow/config.mk WORK_HOME=/design/flow/orfs finish
```
==> flow.log <==
[report] implementation figures
INFO  metric worstSkewPairLatency = just over 0.4 ns
INFO  metric floorplan.rows = approximately 44
INFO  metric totalNegativeSetupSlack = 0 ns
INFO  metric synth_sequential_area_ratio = 0.507
INFO  metric area_growth_syn_to_layout = 23.3%
INFO  metric post-place-ws = between 2 and 2.5 ns
INFO  metric wl_per_cell = about 13 um
INFO  metric grt_antenna_before_repair = 0
INFO  metric crit_chain = fa_1, inv_1, fa_1, nor2b_1, o21ai_1, nand2b_1, a2111oi_0, nand3b_1, clkdlybuf4s50_1
INFO  metric worst_setup_hold_path_clk_slew = ~0.06 ns
INFO  metric worst_path_maximum_fanout = 3
INFO  metric cp_slowest_stage_delay = approximately 0.46 ns
INFO  metric detailed_place_hpwl = about 9000 um
INFO  metric cells_in_synth_stat_txt = between 700 and 800
INFO  metric grtUsageTotal = 0.204
INFO  metric timing.hold.ws = around 0.48 ns
INFO  metric netlist.area_leader.share = 0.507
INFO  metric dominantRegCellSynth = sky130_fd_sc_hd__dfrtp_1
INFO  metric power_leakage = between 3 and 4 nW
INFO  metric worstSetupEndpointType = output pin
INFO  metric yosysChipArea = ~7400 um2
INFO  metric initial_utilization = 0.512
INFO  metric drc = 0
INFO  metric async_flop_share = 1.00
INFO  metric avgSynthCellArea = about 9.6 um2
INFO  metric post_synth_inst_count = between 700 and 800
INFO  metric grt_max_degree = about 90
INFO  metric grt_pass1_vias = a little over 5000
INFO  metric grt_pass1_wl = between 20000 and 25000 um
INFO  metric placeableCoreArea = roughly 14000 um2
INFO  metric cts_made_buffers = 17
INFO  metric antenna_diode_count = 0
INFO  metric powerDensity = between 200 and 300 nW/um2
INFO  metric post_cts_hold_buffer_count = 0
INFO  metric cap_violations = 0
INFO  metric numPlacedInstances = approximately 1000
INFO  metric log.warning_count = 26
INFO  metric critPathMostFrequentCell = sky130_fd_sc_hd__fa_1
INFO  metric design.die.area = roughly 15000 um2
INFO  metric data_required_time_of_the_critical_path = just under 5 ns
INFO  metric drt.antenna.violating_nets = 0
INFO  metric tritoncts_clock_tree = built
INFO  metric outcome = finished, final reports clean
INFO  metric synth.ff_latch_count = around 150
INFO  metric detail_route.first_pass.iterations = 4
INFO  metric min_path_type = reg2reg
INFO  metric final.fill_count = 1158
INFO  metric initialDrtViolationCount = approximately 410
INFO  metric die_span_in_y = ~120 um
INFO  metric worst-setup-path-type = reg2out
INFO  metric worstSetupStartpointType = flop
INFO  metric syn-cell-area = 7410 um2
INFO  metric slew_headroom = 0.529
INFO  metric yosysUniqueCellTypes = just over 40
INFO  metric clockBufferDepth = 2
INFO  metric worst_ir_drop_vdd = 0.196 mV
INFO  metric cts.root.buffer_cell = sky130_fd_sc_hd__clkbuf_16
INFO  metric htreeDepth = 4
INFO  metric count_of_buffers_from_port_buffering = 101
INFO  metric gp_congestion = 0.782
INFO  metric die_w = about 120 um
INFO  metric cts_setup_buffers = 0
INFO  metric rsz0062_at_grt = no
INFO  metric number_of_ports_placed_on_the_die_boundary = slightly above 100
INFO  metric crit_slowest_cell = sky130_fd_sc_hd__fa_1
INFO  metric clock_sinks = approximately 150
INFO  metric detail_route.vias_per_cell = about 5.2
INFO  metric min_period = 4.04 ns
INFO  metric cts_resized = 0
INFO  metric setup_viol = 0
INFO  metric yosys.area.top_type = sky130_fd_sc_hd__dfrtp_1
INFO  metric finClkSkew = roughly 0.0077 ns
INFO  metric clock.fmax = between 0.2 and 0.25 GHz
INFO  metric netlist_top_cells_area = sky130_fd_sc_hd__dfrtp_1 (51%), sky130_fd_sc_hd__nand2b_1 (11%), sky130_fd_sc_hd__nand2_1 (7.2%)
INFO  metric yosysWarningCount = 0
INFO  metric layout-drive-gt1-share = 0.0589
INFO  metric timing.final.crit_share = 0.663
INFO  metric maxSlewViolCount = 0
INFO  metric totalWireLength = roughly 14000 um
INFO  metric vias = ~5400
INFO  metric grt_remaining_overflow = 0
INFO  metric enable_flop_cells = 0
INFO  metric worst_pin_slew = a little over 0.7 ns
INFO  metric post_route_worst_setup_slack = 2.06 ns
INFO  metric hold_violations = 0
INFO  metric worst-endpoint-arrival = around 2.8 ns
INFO  metric finish.cell_count_without_fillers = roughly 1100
cells in the mapped netlist (all sizes together), types with 4 or more instances:
cell and n:
fa 7, xnor2 8, a21o 4, a211oi 10, clkbuf 24, a22o 6
o21ai 136, xor2 6, dfrtp 150, buf 25, o31ai 7, ha 28
inv 13, o21bai 4, o41ai 8, nor3 8, nor2 17, nand2 142
o21a 4, nand2b 132, a21oi 14
cells by family after synthesis:
logic type,count (synthesis),synth area share
adders and majority gates,35,0.0662
buffers and inverters,62,0.0363
AOI/OAI and AO/OA,206,0.169
and+or+nand+nor,308,0.205
DFF,150,0.507
xor gates and xnor gates,14,0.0165
sequential cells by signal, indices dropped and copies added (netlist names):
register / flops
gen_reg_3.x_0_reg_3.d_out: 24
gen_res_1.res_reg_1.d_out: 16
gen_reg_2.x_1_reg_2.d_out: 16
gen_reg_2.x_0_reg_2.d_out: 16
gen_reg_3.x_1_reg_3.d_out: 24
gen_res_0.res_reg_1.d_out: 24
gen_carry_ff.carry_ff_reg.d_out: 3
gen_reg_1.x_1_reg_1.d_out: 8
gen_res_2.res_reg_2.d_out: 8
gen_reg_1.x_0_reg_1.d_out: 8
gen_vld.vld_reg.d_out: 3
stage by stage:
stage | total power [mW] | area [um2] | util
after global routing | 2.70 | 9140 | 0.631
final | 2.57 | 9140 | 0.631
after CTS | 2.60 | 9140 | 0.631
after global placement | 1.45 | 8490 | 0.586
after detailed placement | 1.46 | 8490 | 0.586
after floorplan | 1.32 | 7410 | -
worst paths after layout:
kind | cells after the start | slack (ns) | from | end
worst max-delay path | 9 | 2.06 | gen_reg_3[2].x_0_reg_3.d_out[0]$_DFFE_PN0N_ | result[30]
worst min-delay path | 2 | 0.48 | gen_res_0[0].res_reg_1.d_out[3]$_DFFE_PN0N_ | gen_res_0[0].res_reg_1.d_out[3]$_DFFE_PN0N_
worst max register to register | 8 | 3.97 | gen_carry_ff[1].carry_ff_reg.d_out$_DFFE_PN0N_ | gen_res_2[0].res_reg_2.d_out[6]$_DFFE_PN0N_
worst min register to register | 2 | 0.48 | gen_res_0[0].res_reg_1.d_out[3]$_DFFE_PN0N_ | gen_res_0[0].res_reg_1.d_out[3]$_DFFE_PN0N_
max in group asynchronous | 2 | 4.29 | resetn | gen_reg_3[1].x_1_reg_3.d_out[4]$_DFFE_PN0N_
min in group asynchronous | 1 | 0.73 | resetn | gen_reg_2[0].x_0_reg_2.d_out[2]$_DFFE_PN0N_
layout make-up:
cell class / count / area, um2 / area share
Clock buffer: 22 / 484 / 0.0530
Clock inverter: 10 / 168 / 0.0183
Inverter: 13 / 48.8 / 0.00534
Multi-Input combinational cell: 563 / 3390 / 0.371
Sequential cell: 150 / 3750 / 0.411
Tap cell: 184 / 230 / 0.0252
Timing Repair Buffer: 108 / 1070 / 0.117
worst max-delay path, delay by kind of cell, from the launching register on:
family                     cells  cell delay, ns
buffers and inverters          2            0.54
and+or+nand+nor                3            0.31
DFF                            1            0.40
AOI/OAI and AO/OA              2            0.50
adders and majority gates      2            0.66
layout by cell type (no fill, tap or decap), drive strengths merged, types with 3 or more instances in the layout:
cell type,Yosys,final
buf,25,9
clkbuf,24,23
bufinv,0,4
o41ai,8,8
clkinvlp,0,4
a22o,6,6
nand2b,132,132
o21bai,4,4
a21oi,14,14
inv,13,14
ha,28,28
a31oi,3,3
o21a,4,4
fa,7,7
clkdlybuf4s50,0,98
dfrtp,150,150
nor3b,3,3
xnor2,8,8
o31ai,7,7
nor3,8,8
a211oi,10,10
a21o,4,4
nor2,17,17
o21ai,136,136
nand2,142,142
xor2,6,6
power by group:
group          switching, mW  leakage [nW]  internal, mW  total (mW)
Combinational          0.157          1.64         0.166       0.323
Sequential            0.0450          2.01          1.07        1.12
Clock                  0.403         0.305         0.731        1.13
Total                  0.604          3.95          1.97        2.57
per-layer routing:
layer	track usage	up-vias	part of all wire
met3	0.0435	7	0.049
met2	0.305	105	0.44
met5	0	-	0
li1	-	2769	-
met4	0.0181	0	0.0074
met1	0.335	2533	0.51
No activity file was given, so power comes from the tool's default toggle rates.
