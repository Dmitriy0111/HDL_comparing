===== design/flow/design.v =====
interface i2c_if ( input logic [0 : 0] clk , input logic [0 : 0] resetn );
    wire    [0 : 0]     sda;
    logic   [0 : 0]     scl;
    logic   [0 : 0]     sda_drv;
    logic   [0 : 0]     sda_mon;
    assign  sda = sda_drv;
    assign  sda_mon = sda;
endinterface : i2c_if
package i2c_mem_slave_pkg;
    class i2c_mem_slave#(parameter chip_addr = 0, depth = 0);
        virtual i2c_if      i2c_vif;
        logic   [0 : 0]     wr_rd;
        logic   [7 : 0]     int_data;
        logic   [7 : 0]     mem_addr;
        logic   [7 : 0]     mem_data[];
        enum                { WRITE_OP, READ_OP } op;
        int                 cycle;
        int                 bit_c;
        int                 sda_c;
        int                 scl_c;
        enum    { IDLE_s, PARS_CA_s, PARS_MA_s, PARS_WD_s, PARS_RD_s } state;
        function new(virtual i2c_if i2c_vif);
            mem_addr = '0;
            wr_rd = '0;
            this.i2c_vif = i2c_vif;
            op = WRITE_OP;
            cycle = '0;
            mem_data = new[depth];
        endfunction : new
        task rec_data();
            i2c_vif.sda_drv = 'z;
            int_data = '0;
            wr_rd = '0;
            repeat(8)
            begin
                @(posedge i2c_vif.scl);
                do
                begin
                    @(posedge i2c_vif.clk);
                    sda_c += i2c_vif.sda_mon;
                    scl_c++;
                end
                while( i2c_vif.scl == '1 );
                if( ( sda_c ) > scl_c / 2 )
                    int_data = int_data | ( 1'b1 << ( 7 - bit_c ) );
                sda_c = '0;
                scl_c = '0;
                bit_c++;
            end
            bit_c = 0;
            cycle++;
        endtask : rec_data
        task find_start();
            forever
            begin
                @(negedge i2c_vif.sda);
                    if( i2c_vif.scl == '1 )
                    begin
                        $display("I2C start detected at %tns", $time());
                        state = PARS_CA_s;
                    end
            end
        endtask : find_start
        task find_stop();
            forever
            begin
                @(posedge i2c_vif.sda);
                    if( i2c_vif.scl == '1 )
                        $display("I2C stop detected at %tns", $time());
            end
        endtask : find_stop
        task pars_chip_addr();
            forever
            begin
                wait(state == PARS_CA_s);
                rec_data();
                $display("Chip addr = 0x%h, wr_rd = %b", int_data, wr_rd);
                @(posedge i2c_vif.scl);
                if( ( int_data & 8'hFE ) == chip_addr )
                begin
                    state = PARS_MA_s;
                    i2c_vif.sda_drv = '0;
                end
                else
                begin
                    state = IDLE_s;
                    i2c_vif.sda_drv = '1;
                end
                @(negedge i2c_vif.scl);
                i2c_vif.sda_drv = 'z;
            end
        endtask : pars_chip_addr
        task pars_mem_addr();
            forever
            begin
                wait(state == PARS_MA_s);
                rec_data();
                $display("Mem addr = 0x%h, wr_rd = %b", int_data, wr_rd);
                @(posedge i2c_vif.scl);
                if( ( int_data & 8'hFE ) == chip_addr )
                begin
                    state = IDLE_s;
                    i2c_vif.sda_drv = '0;
                end
                else
                begin
                    state = IDLE_s;
                    i2c_vif.sda_drv = '1;
                end
                @(negedge i2c_vif.scl);
                i2c_vif.sda_drv = 'z;
            end
        endtask : pars_mem_addr
        task run();
            i2c_vif.sda_drv = 'z;
            @(posedge i2c_vif.resetn);
            fork
                find_start();
                pars_chip_addr();
                pars_mem_addr();
                find_stop();
            join_none
        endtask : run
    endclass : i2c_mem_slave
endpackage : i2c_mem_slave_pkg
module uart_transmitter_sv
(
    input   wire    [0  : 0]    clk,
    input   wire    [0  : 0]    resetn,
    input   wire    [15 : 0]    comp,
    input   wire    [1  : 0]    stop_sel,
    input   wire    [0  : 0]    tr_en,
    input   wire    [7  : 0]    tx_data,
    input   wire    [0  : 0]    tx_req,
    output  reg     [0  : 0]    tx_req_ack,
    output  reg     [0  : 0]    uart_tx
);
    localparam          IDLE_s     = 3'b000, 
                        START_s    = 3'b010, 
                        TRANSMIT_s = 3'b011, 
                        STOP_s     = 3'b100, 
                        WAIT_s     = 3'b101;
    reg     [7  : 0]    tx_data_int;
    reg     [1  : 0]    stop_sel_int;
    reg     [15 : 0]    comp_int;
    reg     [15 : 0]    comp_c;
    reg     [3  : 0]    bit_c;
    wire    [0  : 0]    idle2start;
    wire    [0  : 0]    start2tr;
    wire    [0  : 0]    tr2stop;
    wire    [0  : 0]    stop2wait;
    wire    [0  : 0]    wait2idle;
    reg     [2  : 0]    state;
    reg     [2  : 0]    next_state;
    assign idle2start   = tx_req == 1'b1;
    assign start2tr     = comp_c >= comp_int;
    assign tr2stop      = (comp_c >= comp_int) && (bit_c == 7);
    assign stop2wait    = (comp_c >= ( comp_int >> 1 ) ) && (bit_c == stop_sel_int);
    assign wait2idle    = tx_req == 1'b0;
    always @(posedge clk, negedge resetn)
        if( !resetn )
            state <= IDLE_s;
        else
            state <= tr_en ? next_state : IDLE_s;
    always @(*)
    begin
        next_state = state;
        case( state )
            IDLE_s      : next_state = idle2start ? START_s    : state;
            START_s     : next_state = start2tr   ? TRANSMIT_s : state;
            TRANSMIT_s  : next_state = tr2stop    ? STOP_s     : state;
            STOP_s      : next_state = stop2wait  ? WAIT_s     : state;
            WAIT_s      : next_state = wait2idle  ? IDLE_s     : state;
            default     : next_state = IDLE_s;
        endcase
    end
    always @(posedge clk, negedge resetn)
    begin
        if( !resetn )
        begin
            tx_data_int <= 8'b0;
            stop_sel_int <= 2'b0;
            comp_c <= 16'b0;
            bit_c <= 4'b0;
            tx_req_ack <= 1'b0;
            uart_tx <= 1'b1;
            comp_int <= 16'b0;
        end
        else
        begin
            if( tr_en )
                case( state )
                    IDLE_s      :
                        begin
                            if( idle2start )
                            begin
                                stop_sel_int <= stop_sel;
                                tx_data_int <= tx_data;
                                comp_int <= comp;
                            end
                        end
                    START_s     :
                        begin
                            uart_tx <= 1'b0;
                            comp_c <= comp_c + 1'b1;
                            if( start2tr )
                            begin
                                comp_c <= 16'b0;
                            end
                        end
                    TRANSMIT_s  :
                        begin
                            uart_tx <= tx_data_int[0];
                            comp_c <= comp_c + 1'b1;
                            if( comp_c >= comp_int )
                            begin
                                bit_c <= bit_c + 1'b1;
                                comp_c <= 16'b0;
                                tx_data_int <= { 1'b0 , tx_data_int[7 : 1] };
                                if( tr2stop )
                                    bit_c <= 4'b0;
                            end
                        end
                    STOP_s      :
                        begin
                            uart_tx <= 1'b1;
                            comp_c <= comp_c + 1'b1;
                            if( comp_c >= ( comp_int >> 1 ) )
                            begin
                                bit_c <= bit_c + 1'b1;
                                comp_c <= 16'b0;
                                if( stop2wait )
                                    bit_c <= 4'b0;
                            end
                        end
                    WAIT_s      :
                        begin
                            tx_req_ack <= 1'b1;
                            if( wait2idle )
                                tx_req_ack <= 1'b0;
                        end
                    default     : ;
                endcase
            else
            begin
                tx_data_int <= 8'b0;
                stop_sel_int <= 2'b0;
                comp_c <= 16'b0;
                bit_c <= 4'b0;
                tx_req_ack <= 1'b0;
                uart_tx <= 1'b1;
                comp_int <= 16'b0;
            end
        end
    end
endmodule  

===== design/flow/run.sh =====
#!/bin/bash
# OpenROAD 26Q1-2900-gdf79404cd8, Yosys 0.63+post, stock flow scripts
make -C /OpenROAD-flow-scripts/flow DESIGN_CONFIG=/design/flow/config.mk WORK_HOME=/design/flow/orfs finish

===== design/flow/config.mk =====
export PLATFORM = sky130hd
export DESIGN_NAME = uart_transmitter_sv
export DESIGN_NICKNAME = uart_transmitter_sv
export VERILOG_FILES = /design/flow/design.v
export SDC_FILE = /design/flow/constraint.sdc
export NUM_CORES = 4
export LEC_CHECK = 1
export CORE_UTILIZATION = 30
export SYNTH_HDL_FRONTEND = slang

===== design/flow/constraint.sdc =====
current_design uart_transmitter_sv

set clk_period 4.1
set clk_io_pct 0.2

create_clock -name clk0 -period $clk_period [get_ports {clk}]

set non_clock_inputs [all_inputs -no_clocks]
set_input_delay [expr $clk_period * $clk_io_pct] -clock clk0 $non_clock_inputs
set_output_delay [expr $clk_period * $clk_io_pct] -clock clk0 [all_outputs]

==> results.json <==
{
  "outcome": "complete, no violations",
  "min_period_over_period": 0.698,
  "grt.overflow.total": 0,
  "irDropWorstVdd_v": 0.000166,
  "fillerInstances": 991,
  "path_class": "register to register",
  "io_pins": 32,
  "dpl.hpwl_um": 5180,
  "cts_tree": "done",
  "yosys-top-cells-area": "dfrtp_1, ha_1, a22o_1",
  "finalWorstSetupSlack_ns": 1.24,
  "leakage_nw": 1.70,
  "grtUsageTotal": 0.134,
  "rr_worst_depth": 8,
  "route.met3.wl_um": 338,
  "drc_errors": 0,
  "post_cts_buffers": 0,
  "warning_count": 25,
  "syn_area_um2": 3300,
  "yosys_cells": 339,
  "dp_slack_ns": 1.28,
  "yosys.area_share.xor_xnor": 0.00531,
  "drt_wl_total_um": 7230,
  "max_slew_margin": 0.451,
  "tns_ns": 0,
  "worst_slew_pin_slew_ns": 0.823,
  "cts.sinks": 53,
  "ys_warn_count": 0,
  "drt_iter0_markers": 134,
  "max_freq_mhz": 349,
  "grt_max_degree": 46,
  "gp_congestion": 0.829,
  "grt_pass1_vias": 2475,
  "maxCapViolCount": 0,
  "yosysTopAreaCellShare": 0.387,
  "grt_pass1_wl_um": 12100,
  "coreArea_um2": 10500,
  "antenna-diode-count": 0,
  "via_per_inst": 5.19,
  "postSynthSeqShare": 0.403,
  "p_per_area_nw_per_um2": 310,
  "syn_inst": 339,
  "logic_area_um2": 1800,
  "synth_cell_types": 55,
  "antenna_found_initial": 0,
  "fin_util": 0.366,
  "hold_violations": 0,
  "finalSetupViolations": 0,
  "ys_chip_area_um2": 3300,
  "crit_path_start_kind": "register",
  "met2WireLength_um": 3270,
  "cts_inserted_buffers": 5,
  "skew_ns": 0.0146,
  "drv_slew": 0,
  "clk-insertion-delay-late_ns": 0.31,
  "required_ns": 4.29,
  "die_w_um": 107,
  "synth-simple-area-share": 0.173,
  "rsz0062_at_grt": "no",
  "mux_area_frac": 0.0482,
  "vias": 2612,
  "htree_num_levels": 2,
  "clkTransAtPathRegs_ns": 0.10,
  "end_kind": "register",
  "drive_above_1_share": 0.0708,
  "ys_ff": 53,
  "numPortBuffers": 31,
  "cts_buffer_depth": 2,
  "core.rowCount": 37,
  "yosys.area_share.adder": 0.125,
  "cts_hold_buf": 0,
  "die_area_um2": 11400,
  "wl_met1_um": 3580,
  "top_layer": "met4",
  "ant_nets": 0,
  "topCombFamilyByArea": "AND-OR/OR-AND gates",
  "wl_per_cell_um": 14.4,
  "hold_class": "input pin to async pin",
  "regArea_um2": 1330,
  "fp_util": 0.314,
  "cp_max_fo": 9,
  "cts.repair.resized": 0,
  "period_minus_slack_ns": 2.86,
  "drtPass1Iterations": 4,
  "clk_root_buffer_cell": "clkbuf_8",
  "syn_area_per_cell_um2": 9.73,
  "arrival_ns": 3.06,
  "synth.largest_area_cell": "dfrtp_1",
  "ys_sh_aoi": 0.193,
  "die_h_um": 107,
  "area_growth_pct": 16.5
}
-- path summary, 6_finish.rpt --
| check | start | end | slack, ns |
|---|---|---|---|
| setup / recovery | comp_c[0] | tx_data_int[0] | 1.24 |
| hold / removal | resetn | tx_req_ack | 0.35 |
| setup reg to reg | comp_c[0] | tx_data_int[0] | 1.24 |
| hold reg to reg | tx_data_int[2] | tx_data_int[2] | 0.50 |
| max in group asynchronous | resetn | comp_int[8] | 2.90 |
| min in group clk0 | tx_data_int[2] | tx_data_int[2] | 0.50 |
-- stage by stage --
step | std cells | total power (W) | hold slack [ns] | cell area (um2)
6_report | 503 | 0.00119 | 0.355 | 3840
3_3_place_gp | 495 | 0.000835 | 0.471 | 3730
5_1_grt | 503 | 0.00126 | 0.361 | 3840
4_1_cts | 503 | 0.00121 | 0.359 | 3840
3_5_place_dp | 495 | 0.000838 | 0.484 | 3730
2_1_floorplan | 339 | 0.000753 | 0.448 | 3300
-- registers in the layout, summed over array words and instances (netlist names) --
register	count
bit_c	4
comp_int	16
comp_c	16
tx_data_int	8
tx_req_ack	1
stop_sel_int	2
uart_tx	1
state	5
-- routing by layer --
| metal | vias up | track usage |
|---|---|---|
| met3 | 2 | 0.0186 |
| li1 | 1309 | - |
| met5 | - | 0 |
| met1 | 1237 | 0.208 |
| met2 | 64 | 0.210 |
| met4 | 0 | 0.0127 |
-- cell type report --
class                           count  share of cell area
Multi-Input combinational cell    244               0.468
Sequential cell                    53               0.346
Tap cell                          136              0.0443
Clock inverter                      3              0.0114
Inverter                           28              0.0274
Clock buffer                        5              0.0179
Timing Repair Buffer               34              0.0853
-- Yosys cell counts (all sizes together) --
cell type	n
nor4	2
o311ai	5
nand3	17
o31ai	1
a311oi	1
a31oi	7
clkbuf	9
a211oi	3
and3	7
mux2i	8
a22oi	2
ha	33
a21oi	15
o32ai	3
a41o	2
or2	3
nand4	13
xor2	2
nand4b	1
o21a	2
nand2	35
nor3	2
a2111oi	1
and2	2
inv	28
nand2b	5
buf	5
o21ai	11
a22o	19
o22ai	7
a21o	1
nor4b	1
mux2	7
nor2	19
o211ai	1
nand4bb	1
or4	2
nor2b	1
dfrtp	51
a2111o	1
a32oi	1
dfstp	2
-- cells in the final DEF (no fill, tap or decap), types with 6 or more instances in the layout --
master and count:
mux2_1 7, a31oi_1 7, o21ai_0 6, nand4_1 13, o22ai_1 7, clkdlybuf4s50_1 30, nand3_1 15, ha_1 33
inv_1 28, mux2i_1 8, a22o_1 19, dfrtp_1 51, and3_1 7, nand2_1 35, nor2_1 19, a21oi_1 14
-- kinds of logic after synthesis --
logic type,Yosys count
compound gates,83
xor+xnor,2
fa+ha+maj,33
buf+inv,42
flops,53
mux,15
simple gates,111
-- worst max-delay path, stage by stage (launching register included) --
cell and delay, ns:
dfrtp_1 0.44, inv_1 0.09, ha_1 0.27, nand2b_1 0.14, a2111o_1 0.43, a32oi_2 0.41
and3_1 0.22, o21a_1 0.39, mux2_1 0.36
-- report_power, final --
group          leakage, nW  switching [W]  internal, W
clock network       0.0585       0.000179     0.000183
registers            0.713      0.0000308     0.000554
logic                0.926       0.000135     0.000108
total                 1.70       0.000345     0.000846
No activity file was given, so power comes from the tool's default toggle rates.
